--- config.mk ---
export PLATFORM = sky130hd
export DESIGN_NAME = TOP
export DESIGN_NICKNAME = TOP
export VERILOG_FILES = /design/flow/design.v
export SDC_FILE = /design/flow/constraint.sdc
export NUM_CORES = 4
export LEC_CHECK = 1
export CORE_AREA = 10 10 70 70
export DIE_AREA = 0 0 80 80
--- constraint.sdc ---
current_design TOP

set clk_period 2.3
set clk_io_pct 0.2

create_clock -name clk0 -period $clk_period [get_ports {clk}]

set non_clock_inputs [all_inputs -no_clocks]
set_input_delay [expr $clk_period * $clk_io_pct] -clock clk0 $non_clock_inputs
set_output_delay [expr $clk_period * $clk_io_pct] -clock clk0 [all_outputs]
--- design.v ---
`timescale 1 ns/ 1 ps
module TOP(clk,rst,increase,count);
input clk;
input rst;
input increase;
output [7:0] count;
reg [7:0] count;
always  @(posedge clk or negedge rst)
begin
    if(!rst)
         begin
             count <=  3'b0;
         end
    else if(increase)
         begin
             count <=  count+1;
         end
end
endmodule
--- run.sh ---
#!/bin/bash
# OpenROAD 26Q1-2900-gdf79404cd8, Yosys 0.63+post, stock flow scripts
make -C /OpenROAD-flow-scripts/flow DESIGN_CONFIG=/design/flow/config.mk WORK_HOME=/design/flow/orfs finish
==> out/metrics.cfg <==
[hold_path]
hp-class=reg -> reg
worst_hold_startpoint=count[7]

[yosys]
ys.warnings.count=1
async_reset_ff_share_pct=100
avgSynthCellArea_sq_um=13.0
ys_seq_elements=8
edf_count=0
top_area_share_pct=59.3
synth_dominant_cell_count=dfrtp_1
top_area_cell=dfrtp_1
top_logic_kind=XOR/XNOR gates
ys_cells=26
area_leaders=dfrtp_1 59%, xor2_1 10%, xnor2_1 7.8%
ys_seq_share_pct=59.3
ff_type=dfrtp_1
ys_sh_aoi_pct=0
synth.cellmix.simpleShare_pct=15.6
ys_types=10
synthAdderAreaFrac_pct=3.70
ys_sh_mux_pct=3.33
synth_area_sq_um=338
ys_area_sq_um=338
syn_inst=26
top_cells_by_count=8 x dfrtp_1, 4 x xor2_1, 3 x nand4_1, 3 x xnor2_1
ys_sh_xor_pct=18.1

[clocking]
root_buffer=clkbuf_4
clk_pin_slew_worst_paths_ns=0.05
post-cts-setup-buffers=0
ctsHoldBuffers=0
cts_resized=0
numCtsBuffers=3
cts_max_level=1
clk_latency_ns=0.25
tritoncts=yes
cts.path.max_buffers=2
clkSinkCount=8

[grt]
gr-total-overflow=0
grt_pass1_vias=237
grt_usage_pct=2.49
antenna_found_initial=0
grt_first_pass_wirelength_microns=1230
grt_max_degree=9

[drt]
viasPerCell=2.71
first_iter_violations=14
antenna_cells=0
drt-pass1-iter-count=3
drc=0
routed-via-count=230
drtAntennaViolNets=0
wl_per_cell_microns=8.61
wirelength_microns=732

[timing]
clock.fmax_mhz=602
hold_ws_ns=0.468
maxSlewViolCount=0
tns_ns=0
fin_crit_ns=1.66
finalCritPeriodShare_pct=72.2
worst_pin_slew_ns=0.341
setup_violations=0
finalHoldViolCount=0
slew_headroom_pct=77.2
finClkSkew_ns=0.00107
rsz0062_at_grt=false

[power]
clockPowerShare_pct=17.6
p_sw_uw=175
p_total_uw=584
power.density_nw_per_um2=1130
power_frac_seq_pct=48.5
power_frac_comb_pct=33.9
p_leak_uw=0.000213
internal-power_uw=409
p_sw_share_pct=30.0
peakVddDrop_v=0.000320

[finish]
largest_register=count
reg_top3=count: 8 flops
syn_to_final_growth_pct=53.3
largest_reg_flops=8
drive_gt1_share_pct=15.4
fillCellCount=389
final_core_util_pct=15.2
final_area_sq_um=518

[floorplanning]
io_pins=11
die-width_microns=80
die_area_sq_um=6400
initCoreUtil_pct=9.89
fp.dieH_microns=80
design.core.area_sq_um=3420
row_count=21

[place]
dp_hpwl_microns=598
place_area_sq_um=495
io_buffers=10
routabilityCongestion=0.758

[worst_setup_path]
critPathTopFamily=buffers and inverters
timing.rr.start=count[0]
worstSetupEndpointType=output pin
critical_path_buf_inv_count=1
cp-startpoint=count[0]
critPathLaunchType=flop
path_cells=clkdlybuf4s50_1
cp_max_fo=5
arrival_ns=1.20
worstSetupPathType=reg -> out
required_ns=1.84
cpPeakStageDelay_ns=0.51
reg2reg_slack_ns=1.18
slowest_stage=clkdlybuf4s50_1

[job]
tool_warnings=25
maxCapViolCount=0

[run_status]
outcome=finished, final reports clean

[layout by cell type (no fill, tap or decap)]
| master | n |
|---|---|
| dfrtp_1 | 8 |
| mux2_2 | 1 |
| nor2_1 | 2 |
| nand4_2 | 1 |
| xnor2_1 | 3 |
| clkdlybuf4s50_1 | 10 |
| ha_1 | 1 |
| nand4_1 | 3 |
| nand2_1 | 2 |
| nor2_2 | 1 |
| clkbuf_4 | 3 |
| xor2_1 | 4 |
[final cells by class]
type                            count  area (sq um)  share of cell area [%]
Multi-Input combinational cell     18           138                    26.6
Sequential cell                     8           200                    38.6
Timing Repair Buffer               10           100                    19.3
Tap cell                           46          57.6                    11.1
Clock buffer                        3          22.5                    4.35
[stage by stage]
stage	worst slack [ns]	cells
floorplan	1.24	26
global placement	0.735	82
detailed placement	0.712	82
CTS	0.618	85
global route	0.557	85
finish	0.640	85
[power by group through the flow]
| stage | combinational [uW] | sequential [uW] | clock [uW] |
|---|---|---|---|
| global route | 225 | 295 | 122 |
| CTS | 205 | 284 | 109 |
| finish | 198 | 283 | 103 |
[final timing paths]
| path | depth (start not counted) | endpoint |
|---|---|---|
| max in group asynchronous | 1 | count[6] |
| hold / removal | 1 | count[7] |
| setup / recovery | 1 | count[0] |
| setup reg to reg | 2 | count[1] |
| hold reg to reg | 1 | count[7] |
| min in group asynchronous | 1 | count[3] |
[per-layer routing]
layer / GRT usage (%) / vias to the layer above / routed length [microns]
li1: - / 119 / -
met1: 3.23 / 100 / 365
met2: 2.73 / 11 / 239
met3: 2.61 / 0 / 127
met4: 0.352 / 0 / 0
met5: 0 / - / 0
[cell families (layout without fill, tap and decap cells)]
kind of cell | Yosys count | after routing
and+or+nand+nor | 9 | 9
DFF | 8 | 8
xor gates and xnor gates | 7 | 7
adders and majority gates | 1 | 1
muxes | 1 | 1
buffers and inverters | 0 | 13
